==> design/flow/config.mk <==
export PLATFORM = sky130hd
export DESIGN_NAME = top
export DESIGN_NICKNAME = top
export VERILOG_FILES = /design/flow/design.v
export SDC_FILE = /design/flow/constraint.sdc
export NUM_CORES = 4
export LEC_CHECK = 1
export CORE_UTILIZATION = 30
==> design/flow/constraint.sdc <==
current_design top

set clk_period 20.7
set clk_io_pct 0.2

create_clock -name clk0 -period $clk_period [get_ports {clk}]

set non_clock_inputs [all_inputs -no_clocks]
set_input_delay [expr $clk_period * $clk_io_pct] -clock clk0 $non_clock_inputs
set_output_delay [expr $clk_period * $clk_io_pct] -clock clk0 [all_outputs]
==> design/flow/design.v <==
`timescale 1ns / 1ps
module bcd(
    input clk,
    input [3:0] num,
    output [6:0] seg
    );
    reg [6:0] sseg = 0; 
    assign seg = sseg;
    always @(posedge clk) begin
        case(num)
        4'b0000: sseg <= 7'b1000_000;         
        4'b0001: sseg <= 7'b1111_001;         
        4'b0010: sseg <= 7'b0100_100;         
        4'b0011: sseg <= 7'b0110_000;         
        4'b0100: sseg <= 7'b0011_001;         
        4'b0101: sseg <= 7'b0010_010;         
        4'b0110: sseg <= 7'b0000_010;         
        4'b0111: sseg <= 7'b1111_000;         
        4'b1000: sseg <= 7'b0000_000;         
        4'b1001: sseg <= 7'b0010_000;         
        4'b1010: sseg <= 7'b0001_000;         
        4'b1011: sseg <= 7'b0000_011;         
        4'b1100: sseg <= 7'b1000_110;         
        4'b1101: sseg <= 7'b0100_001;         
        4'b1110: sseg <= 7'b0000_110;         
        4'b1111: sseg <= 7'b0001_110;         
        default: sseg <= 7'b1111111;
        endcase 
    end
endmodule
`timescale 1ns / 1ps
module clk_divider #(
    parameter COUNT = 5000000 
    )(
    input clk,
    output reg slow_clk
    );
    integer counter = 0;
    initial begin
        slow_clk = 0;
    end
    always @(posedge clk) begin
        counter <= counter + 1;
        if(counter >= (COUNT/2)) begin
            slow_clk <= ~slow_clk;
            counter <= 0;
        end
    end
endmodule
`timescale 1ns / 1ps
module control(
    input clk,
    output cs,
    output we,
    output [6:0] address,
    input [7:0] data_in,
    output [7:0] data_out,
    input [3:0] btns,
    input [7:0] swtchs,
    output [7:0] leds,
    output [6:0] segs,
    output [3:0] an
    );
    reg [6:0] SPR;
    reg [6:0] DAR;
    reg [7:0] DVR;
    reg [7:0] operand1;
    reg [7:0] operand2;
    reg [7:0] dataOut = 0;
    reg [6:0] addr = 0;
    reg w_en = 0;
    reg mode = 0;  
    sevenseg display(clk, DVR, an, segs); 
    assign leds[7] = (SPR == 7'h7F);
    assign leds[6:0] = DAR;
    assign cs = 1;
    initial begin      
        SPR = 7'h7F;
        DAR = 7'h00;
        DVR = 8'h00;
        operand1 = 0;
        operand2 = 0;
    end
    reg [3:0] current = 0;
    reg [3:0] next = 0;
    reg [3:0] return_state = 0;
    assign data_out = dataOut;
    assign we = w_en;
    assign address = addr;
    always @(negedge clk) begin
        current <= next;
    end
    always @(posedge clk) begin
        case(current)
            0: begin  
                if(btns[3:0])begin
                        case(btns) 
                            4'b0001: begin  
                                    w_en <= 1;
                                    dataOut <= swtchs;
                                    addr <= SPR;
                                    next <= 1;
                                end
                            4'b0010: begin  
                                    w_en <= 0;
                                    next <= 2;
                                end
                            4'b0101: begin  
                                    w_en <= 0;
                                    addr <= SPR + 1;
                                    SPR <= SPR + 1;
                                    mode <= 0;
                                    next <= 3;
                                end
                            4'b0110: begin  
                                    w_en <= 0;
                                    addr <= SPR + 1;
                                    SPR <= SPR + 1;
                                    mode <= 1;
                                    next <= 3;
                                end
                            4'b1001: begin  
                                    DAR <= SPR + 1;
                                    next <= 8;
                                end
                            4'b1010: begin  
                                    SPR = 8'h7F;
                                    DAR = 8'h00;
                                    DVR = 8'h00;
                                    next <= 0;
                                end
                            4'b1101: begin  
                                    DAR = DAR + 1;
                                    next <= 8;
                                end
                            4'b1110: begin  
                                    DAR = DAR - 1;
                                    next <= 8;                  
                                end
                        endcase
                    end  
                end
            1: begin  
                    SPR <= SPR - 1;
                    DAR <= DAR - 1;
                    next <= 8;            
                end
            2:  begin  
                    SPR <= SPR + 1;
                    DAR <= DAR + 1;
                    next <= 8; 
                end 
            3:  begin  
                    operand1 <= data_in;
                    addr <= SPR + 1;
                    SPR <= SPR + 1;
                    next <= 5;
                end
            4:  begin  
                    SPR <= SPR - 1;
                    DAR <= SPR;
                    next <= 8;            
                end 
            5:  begin  
                    operand2 <= data_in;
                    if(!mode) begin
                            next <= 6;
                    end
                    else begin
                            next <= 7;
                    end
                end
            6:  begin  
                    w_en <= 1;
                    addr <= SPR;
                    dataOut <= operand1 + operand2;
                    next <= 4;
                end
            7:  begin  
                    w_en <= 1;
                    addr <= SPR;
                    dataOut <= operand1 - operand2;
                    next <= 4;
                end      
            8:begin  
                    w_en <= 0;
                    addr <= DAR;
                    next <= 9;
                end 
            9:begin  
                    DVR <= data_in;
                    next <= 0;
                end
            10:begin 
                end
        endcase
    end
endmodule
`timescale 1ns / 1ps
module debounce_and_single_pulse(
    input clk,
    input in,
    output out
    );
    reg Q0 = 0;
    reg Q1 = 0;
    wire slow_clk;
    assign out = Q0 & ~Q1;
    clk_divider slow_clk_mod (clk, slow_clk);
    always @(posedge slow_clk) begin
        Q0 <= in;
    end
    always @(posedge clk) begin
        Q1 <= Q0;
    end
endmodule
`timescale 1ns / 1ps
module memory(
    input clock,
    input cs,
    input we,
    input [6:0] address,
    output [7:0] data_in,
    output reg [7:0] data_out
    );
    reg [7:0] RAM[0:127];
    always @ (negedge clock)begin
        if((we == 1) && (cs == 1))
            RAM[address] <= data_in[7:0];
        data_out <= RAM[address]; 
    end
endmodule
`timescale 1ns / 1ps
module sevenseg(
  input clk,
  input [15:0] in,
  output [3:0] an,
  output reg [6:0] seg
); 
wire [6:0] out;
reg [3:0] bcd_in = 0;  
bcd counter (clk, bcd_in, out);
reg [15:0] count = 0;
wire slow_clk = count[15];
reg [1:0] current = 0;
reg [1:0] next = 0;
always @(posedge slow_clk) current <= next;
reg [3:0] an_buf = 0;
assign an = an_buf;
always @(posedge clk) begin
    seg <= out;
    count <= count + 1;
    case(current)
    0: begin  
            an_buf <= 4'b1110; 
            bcd_in <= in[3:0];
            next <= 1;  
        end
    1: begin  
            an_buf <= 4'b1101;
            bcd_in <= in[7:4];
            next <= 2;
        end
    2:begin
            an_buf <= 4'b1011;  
            bcd_in <= in[11:8];
            next <= 3;
        end
    3:begin
            an_buf <= 4'b0111;
            bcd_in <= in[15:12];
            next <= 0;
        end
    default: begin
            bcd_in <= 0;
            an_buf <= 4'b1110;
            next <= 1;
        end
    endcase
end
endmodule
`timescale 1ns / 1ps
module top (clk, btns, swtchs, leds,segs,an);
input clk;
input [3:0] btns;
input [7:0] swtchs;
output [7:0] leds;
output [6:0] segs;
output [3:0] an;
wire cs;
wire we;
wire [6:0] addr;
wire [7:0] data_out_mem;
wire [7:0] data_out_ctrl;
wire [7:0] data_bus;
wire [1:0] btns_dbounced;
assign data_bus = we ? data_out_ctrl : data_out_mem;     
memory mem(clk, cs, we, addr, data_bus, data_out_mem);
control ctrl(clk, cs, we, addr, data_bus, data_out_ctrl, {btns[3:2], btns_dbounced[1:0]}, swtchs, leds, segs, an);
debounce_and_single_pulse debounce0(clk, btns[0], btns_dbounced[0]);
debounce_and_single_pulse debounce1(clk, btns[1], btns_dbounced[1]);
endmodule
==> design/flow/run.sh <==
#!/bin/bash
# OpenROAD 26Q1-2900-gdf79404cd8, Yosys 0.63+post, stock flow scripts
make -C /OpenROAD-flow-scripts/flow DESIGN_CONFIG=/design/flow/config.mk WORK_HOME=/design/flow/orfs finish
==> run notes <==
Notes on the flow outputs.

- The number of global-route vias before repair came to 35035.
- The internal power of the cells totals around 0.0055 W.
- In the log, the iteration count for the first detailed-route pass is 8.
- Once synthesis finished, the tally of register bits stood at around 1200.
- The number of remaining DRC errors reads 0.
- The cell resize tally after clock tree synthesis is 0.
- The net switching component of the power is 0.00345 W.
- The count of tool warnings is 1042.
- The area share of the leading cell type in the synthesized netlist reads 66.8%.
- The number of max-slew violations in the final report is 0.
- The CTS tree is yes.
- The leakage power of the design is 24.0 nW.
- Yosys instantiated no cell more often than sky130_fd_sc_hd__edfxtp_1.
- The number of buffer cells added on primary ports reads 31.
- The kind of capture point of the worst setup path reads a register.
- The critical path arrival reads about 5300 ps.
- The maximum level of the CTS H-tree is 4.
- The starting density of the core is between 30 and 40%.
- Looking at the clock tree report, the maximum root-to-sink buffer count equals 3.
- Counting distinct cell types in the post-synthesis netlist gives just under 80.
- The die extent in y is roughly 400 µm.
- The final timing report lists clock skew as 51.9 ps.
- For the pin with the worst max-slew slack, the measured transition is 1200 ps.
- The fraction of the core area covered by cells at the end of the flow reads around 38%.
- Setup slack closes at roughly 5700 ps.
- The commonest cells after synthesis are sky130_fd_sc_hd__edfxtp_1 (1085), sky130_fd_sc_hd__nor2_1 (312), sky130_fd_sc_hd__nand2_1 (190), sky130_fd_sc_hd__dfxtp_1 (122), sky130_fd_sc_hd__a221oi_1 (108).
- The yosys-reported design area after synthesis reads about 49000 µm².
- Antenna repair during routing inserted a diode count of 0.
- The post-CTS clock slew at the launch and capture registers of the worst setup and hold paths reads 60 ps.
- The synthesis warning total reads 7.
- The area of the core is approximately 160000 µm².
- The routed design shows a wire length per standard cell of 21.4 µm.
- The total routing resource utilization after global routing is 18.1%.
- Counting every instance in the synthesized netlist gives between 3000 and 4000.
- The tightest min-delay check is of the reg -> reg type.
- The report puts the hold buffer count at CTS at 0.
- Before any placement, the netlist area is recorded as 48800 µm².
- For reference, the top cells by area after synthesis are sky130_fd_sc_hd__edfxtp_1 (67%), sky130_fd_sc_hd__dfxtp_1 (5.0%), sky130_fd_sc_hd__mux4_2 (4.4%), sky130_fd_sc_hd__nor2_1 (2.4%), sky130_fd_sc_hd__mux2i_1 (2.0%).
- The buffer cell driving the clock tree root reads sky130_fd_sc_hd__clkbuf_16.
- The run reported a max-capacitance violation count of 0.
- Of the cells placed in the final design, the portion with a size suffix greater than 1 is 12.6%.
- The post-synthesis async set-or-reset flop share is 0%.
- The count of final hold-check violations is 0.
- The flow reports that combinational logic draws a little under a third of the design power.
- The clock share of power reads roughly a third.
- The mean area per synthesized cell reads roughly 16 µm².
- The floorplan has between 100 and 150 rows.
- Setup repair after global routing left no endpoint under its margin.
- The horizontal extent of the die is 405 µm.
- The clock latency on the worst-skew pair reads 760 ps.
- Of the total power, registers draw around a third.
- In the Yosys report, the sequential cells make up 71.8% of the chip area.
- The worst slack after detailed placement reads ~5800 ps.
- The HPWL after detailed placement is approximately 84000 µm.
- The buffers inserted during post-CTS setup optimization is 0.
- STA lists the maximum fanout along the critical path as 36.
- The areal power density over the cells is 149 nW/µm².
- The final hold slack reads between 300 and 400 ps.
- Entering global routing, the biggest net connects between 60 and 70 pins.
- The global route stage reports its total congestion overflow as 0.
- Clock tree synthesis inserted a total of between 100 and 150 buffers.
- The die outline area reads roughly 160000 µm².
- The violation tally from detailed-route iteration zero is 2351.
- The number of unconstrained endpoints reads 12.
- After detailed routing, the number of vias per cell comes to around 5.
- The detail route stage leaves a number of antenna-violating nets equal to 0.
- The I/O pin count is 32.
- The post-route setup TNS is 0 ps.
- Per the synthesis report, the dominant area consumer among library cells is sky130_fd_sc_hd__edfxtp_1.
- The yosys cell count is approximately 3100.
- The initial antenna violation count reads 1.
- The worst ir drop on vdd is 0.000132 V.
- The wire length of the first global-routing pass is 207000 µm.
- In the post-route report, total wirelength is listed as 140000 µm.
- The end-of-flow timing check tallies setup violations at 0.
- The share of total power consumed by net switching is between 30% and 40%.
- The predominant post-synthesis flop cell is sky130_fd_sc_hd__edfxtp_1.
- The total power after layout is roughly 0.0090 W.
- The routed layout has 31934 vias.
- Yosys mapped a number of flops with a built-in enable equal to 1085.
- The critical path in this run is classified as reg -> reg.
- Relative to the synthesized area, the layout overhead comes to 23.8%.
- In this run the tightest slew margin relative to its limit is around 20%.
- The OpenROAD report gives the critical path a required time of ~11000 ps.
- The routability congestion estimate from global placement is roughly 0.97.
- The timer found 4 register pins that no clock reaches; their paths are not timed.
- The flow ran to the end, and the final reports show no timing, DRC or antenna violations.
- The worst setup path is launched from a register.
## per-layer routing
layer,wire [µm],track usage [%],up-vias
met3,21600,14.2,327
met4,5450,8.35,8
met5,417,2.02,-
met1,49300,20.2,15232
met2,62700,25.2,1879
li1,-,-,14488
## cell usage in the layout (no fill, tap or decap), types with 7 or more instances in the layout
master,n
sky130_fd_sc_hd__dfxtp_1,122
sky130_fd_sc_hd__clkinvlp_2,27
sky130_fd_sc_hd__and2_1,12
sky130_fd_sc_hd__a211oi_1,12
sky130_fd_sc_hd__ha_1,28
sky130_fd_sc_hd__clkbuf_16,139
sky130_fd_sc_hd__mux2_2,61
sky130_fd_sc_hd__a22oi_1,47
sky130_fd_sc_hd__nor2_1,311
sky130_fd_sc_hd__o21ai_0,91
sky130_fd_sc_hd__o221ai_1,12
sky130_fd_sc_hd__mux4_2,95
sky130_fd_sc_hd__o31ai_1,8
sky130_fd_sc_hd__inv_1,1103
sky130_fd_sc_hd__and4_1,7
sky130_fd_sc_hd__mux2i_1,96
sky130_fd_sc_hd__nor2b_1,26
sky130_fd_sc_hd__mux2_4,8
sky130_fd_sc_hd__xor2_1,59
sky130_fd_sc_hd__and3_1,24
sky130_fd_sc_hd__clkdlybuf4s50_1,31
sky130_fd_sc_hd__nand3_1,63
sky130_fd_sc_hd__o211ai_1,7
sky130_fd_sc_hd__o22ai_1,34
sky130_fd_sc_hd__a221oi_1,108
sky130_fd_sc_hd__a311oi_1,8
sky130_fd_sc_hd__bufinv_16,12
sky130_fd_sc_hd__a221o_1,18
sky130_fd_sc_hd__mux4_1,16
sky130_fd_sc_hd__nand2_1,190
sky130_fd_sc_hd__nor3_1,32
sky130_fd_sc_hd__buf_4,152
sky130_fd_sc_hd__nand4_1,16
sky130_fd_sc_hd__xnor2_1,47
sky130_fd_sc_hd__a22o_1,17
sky130_fd_sc_hd__nand2b_1,12
sky130_fd_sc_hd__a31oi_1,21
sky130_fd_sc_hd__edfxtp_1,1085
sky130_fd_sc_hd__o2111ai_1,7
sky130_fd_sc_hd__a21oi_1,78
## worst paths after layout
check                                from             endpoint  slack (ps)  cells past startpoint
max                          ctrl.addr[2]      mem.data_out[2]        5660                     11
min          ctrl.display.counter.sseg[1]  ctrl.display.seg[1]         330                      0
max reg2reg                  ctrl.addr[2]      mem.data_out[2]        5660                     11
min reg2reg  ctrl.display.counter.sseg[1]  ctrl.display.seg[1]         330                      0
## registers in the layout, indices dropped and copies added, names as in the netlist, 2 cells and up
name	count
ctrl.DAR	7
ctrl.DVR	8
ctrl.SPR	7
ctrl.addr	7
ctrl.current	4
ctrl.dataOut	8
ctrl.display.an_buf	4
ctrl.display.bcd_in	4
ctrl.display.count	16
ctrl.display.counter.sseg	7
ctrl.display.current	2
ctrl.display.next	2
ctrl.display.seg	7
ctrl.next	4
ctrl.operand1	8
ctrl.operand2	8
debounce0.slow_clk_mod.counter	32
debounce1.slow_clk_mod.counter	32
mem.RAM	1024
mem.data_out	8
## power groups by stage
| stage | Combinational (W) | Sequential, W | Clock (W) |
|---|---|---|---|
| final | 0.00271 | 0.00314 | 0.00314 |
| after global routing | 0.00285 | 0.00315 | 0.00349 |
| after CTS | 0.00266 | 0.00314 | 0.00323 |
## kinds of logic (layout without fill, tap and decap cells)
| kind of cell | count (synthesis) | count (layout) | synth area share [%] |
|---|---|---|---|
| AOI/OAI and AO/OA | 522 | 522 | 7.65 |
| xor gates and xnor gates | 106 | 106 | 1.90 |
| adders and majority gates | 30 | 30 | 0.780 |
| buffers and inverters | 228 | 1500 | 2.42 |
| DFF | 1207 | 1207 | 71.8 |
| muxes | 276 | 276 | 8.81 |
| and+or+nand+nor | 728 | 728 | 6.61 |
## cell type report
class / instances / area, µm²
Clock inverter: 1130 / 4830
Sequential cell: 1207 / 35000
Fill cell: 14750 / 101000
Clock buffer: 145 / 3530
Timing Repair Buffer: 184 / 1470
Multi-Input combinational cell: 1662 / 12600
Inverter: 41 / 154
Tap cell: 2160 / 2700
## worst max-delay path: stages, from the launching register on
cell and delay (ps):
sky130_fd_sc_hd__edfxtp_1 320, sky130_fd_sc_hd__buf_4 380, sky130_fd_sc_hd__buf_4 500, sky130_fd_sc_hd__buf_4 570, sky130_fd_sc_hd__nor2b_4 290, sky130_fd_sc_hd__buf_4 320
sky130_fd_sc_hd__a221oi_1 350, sky130_fd_sc_hd__nor2_1 70, sky130_fd_sc_hd__o311ai_0 830, sky130_fd_sc_hd__o21ai_0 490, sky130_fd_sc_hd__o21ai_0 270, sky130_fd_sc_hd__o211ai_1 100
## stage by stage
step           instances  instance area (µm²)
6_report            6529                60400
4_1_cts             6529                60400
2_1_floorplan       3097                48800
3_3_place_gp        5255                52000
3_5_place_dp        5255                52000
5_1_grt             6529                60400
Power figures rest on the tool's default switching activity, not on a simulated workload.
